`design/flow/run.sh`:
```
#!/bin/bash
# OpenROAD 26Q1-2900-gdf79404cd8, Yosys 0.63+post, stock flow scripts
make -C /OpenROAD-flow-scripts/flow DESIGN_CONFIG=/design/flow/config.mk WORK_HOME=/design/flow/orfs finish
```
`design/flow/config.mk`:
```
export PLATFORM = sky130hd
export DESIGN_NAME = Elevator_Control
export DESIGN_NICKNAME = Elevator_Control
export VERILOG_FILES = /design/flow/design.v
export SDC_FILE = /design/flow/constraint.sdc
export NUM_CORES = 4
export LEC_CHECK = 1
export CORE_AREA = 10 10 113 113
export DIE_AREA = 0 0 123 123
```
`design/flow/constraint.sdc`:
```
current_design Elevator_Control

set clk_period 4.1
set clk_io_pct 0.2

create_clock -name clk0 -period $clk_period [get_ports {clk}]

set non_clock_inputs [all_inputs -no_clocks]
set_input_delay [expr $clk_period * $clk_io_pct] -clock clk0 $non_clock_inputs
set_output_delay [expr $clk_period * $clk_io_pct] -clock clk0 [all_outputs]
```
`design/flow/design.v`:
```
module Elevator_Control (
    input clk,
    input reset,
    input [4:0] sensor,
    input [4:0] call_button,
    input [4:0] dest_button,
    output reg motor_dir,
    output reg motor_move
);
    parameter IDLE_GROUND = 3'b000,
              IDLE_1      = 3'b001,
              IDLE_2      = 3'b010,
              IDLE_3      = 3'b011,
              IDLE_4      = 3'b100,
              MOVING_UP   = 3'b101,
              MOVING_DOWN = 3'b110,
              STOPPING    = 3'b111;
    parameter GROUND = 3'b000, 
              FLOOR_1 = 3'b001, 
              FLOOR_2 = 3'b010, 
              FLOOR_3 = 3'b011, 
              FLOOR_4 = 3'b100;
    reg [2:0] state, next_state;
    reg [4:0] call_requests;
    reg [4:0] dest_requests;
    reg [2:0] current_floor;
    initial begin
        state = IDLE_GROUND;
        call_requests = 5'b0;
        dest_requests = 5'b0;
        current_floor = GROUND;
        motor_dir = 0;
        motor_move = 0;
    end
    always @(posedge clk or posedge reset) begin
        if (reset) begin
            call_requests <= 5'b0;
            dest_requests <= 5'b0;
        end else begin
            call_requests <= call_requests | call_button;
            dest_requests <= dest_requests | dest_button;
        end
    end
    always @(posedge clk or posedge reset) begin
        if (reset) begin
            state <= IDLE_GROUND;
            current_floor <= GROUND;
        end else begin
            state <= next_state;
            case (sensor)
                5'b00001: current_floor <= GROUND;
                5'b00010: current_floor <= FLOOR_1;
                5'b00100: current_floor <= FLOOR_2;
                5'b01000: current_floor <= FLOOR_3;
                5'b10000: current_floor <= FLOOR_4;
                default: current_floor <= current_floor;
            endcase
        end
    end
    always @(*) begin
        next_state = state;
        motor_dir = 0;
        motor_move = 0;
        case (state)
            IDLE_GROUND: begin
                if (call_requests[FLOOR_1] || dest_requests[FLOOR_1]) begin
                    next_state = MOVING_UP;
                    motor_dir = 1;
                    motor_move = 1;
                end
            end
            IDLE_1: begin
                if (call_requests[GROUND] || dest_requests[GROUND]) begin
                    next_state = MOVING_DOWN;
                    motor_dir = 0;
                    motor_move = 1;
                end else if (call_requests[FLOOR_2] || dest_requests[FLOOR_2]) begin
                    next_state = MOVING_UP;
                    motor_dir = 1;
                    motor_move = 1;
                end
            end
            IDLE_2: begin
                if (call_requests[FLOOR_1] || dest_requests[FLOOR_1]) begin
                    next_state = MOVING_DOWN;
                    motor_dir = 0;
                    motor_move = 1;
                end else if (call_requests[FLOOR_3] || dest_requests[FLOOR_3]) begin
                    next_state = MOVING_UP;
                    motor_dir = 1;
                    motor_move = 1;
                end
            end
            IDLE_3: begin
                if (call_requests[FLOOR_2] || dest_requests[FLOOR_2]) begin
                    next_state = MOVING_DOWN;
                    motor_dir = 0;
                    motor_move = 1;
                end else if (call_requests[FLOOR_4] || dest_requests[FLOOR_4]) begin
                    next_state = MOVING_UP;
                    motor_dir = 1;
                    motor_move = 1;
                end
            end
            IDLE_4: begin
                if (call_requests[FLOOR_3] || dest_requests[FLOOR_3]) begin
                    next_state = MOVING_DOWN;
                    motor_dir = 0;
                    motor_move = 1;
                end
            end
            MOVING_UP: begin
                if (sensor[FLOOR_4]) begin
                    next_state = IDLE_4;
                    motor_move = 0;
                end else if (sensor[FLOOR_3]) begin
                    next_state = IDLE_3;
                    motor_move = 0;
                end else if (sensor[FLOOR_2]) begin
                    next_state = IDLE_2;
                    motor_move = 0;
                end else if (sensor[FLOOR_1]) begin
                    next_state = IDLE_1;
                    motor_move = 0;
                end else begin
                    next_state = MOVING_UP;
                    motor_move = 1;
                end
                motor_dir = 1;
            end
            MOVING_DOWN: begin
                if (sensor[GROUND]) begin
                    next_state = IDLE_GROUND;
                    motor_move = 0;
                end else if (sensor[FLOOR_1]) begin
                    next_state = IDLE_1;
                    motor_move = 0;
                end else if (sensor[FLOOR_2]) begin
                    next_state = IDLE_2;
                    motor_move = 0;
                end else if (sensor[FLOOR_3]) begin
                    next_state = IDLE_3;
                    motor_move = 0;
                end else begin
                    next_state = MOVING_DOWN;
                    motor_move = 1;
                end
                motor_dir = 0;
            end
            STOPPING: begin
                if (sensor[current_floor]) begin
                    next_state = state;
                    motor_move = 0;
                end
            end
            default: next_state = IDLE_GROUND;
        endcase
    end
    always @(posedge clk) begin
        if (motor_move == 0 && sensor[current_floor]) begin
            call_requests[current_floor] <= 1'b0;
            dest_requests[current_floor] <= 1'b0;
        end
    end
endmodule
```
==> highlights.md <==
## Status
- result of the run: did not finish
- Exit stage: 1_2_yosys
- Stop Error: ERROR: Found 10 problems in 'check -assert'.

## Synthesis
- sequential cell area fraction in the yosys report: 43.5%
- share of async-settable or async-resettable flops after synthesis: 61.5%
- number of flops mapped to enable cells by yosys: 10
- Yosys Chip Area: 1610 um2
- Cell Type Count: 50
- Synth Register Bits: 26
- number of cell instances after yosys synthesis: 162
- leading register cell type out of synthesis: sky130_fd_sc_hd__dfrtp_1
- Syn. warnings: 1

[logic make-up after synthesis]
family / Yosys count / synth area share [%]
simple gates: 73 / 28.1
compound gates: 40 / 17.9
flops: 26 / 43.5
buf+inv: 17 / 5.59
fa+ha+maj: 3 / 2.33
xor+xnor: 2 / 1.09
mux: 1 / 1.40
[synthesized netlist by cell type, types with 3 or more instances]
library cell / n / area share, %
sky130_fd_sc_hd__dfrtp_1: 16 / 25
sky130_fd_sc_hd__nand2_1: 14 / 3.3
sky130_fd_sc_hd__nor2_1: 14 / 3.3
sky130_fd_sc_hd__or2_2: 11 / 4.3
sky130_fd_sc_hd__edfxtp_1: 10 / 19
sky130_fd_sc_hd__o21ai_0: 10 / 3.1
sky130_fd_sc_hd__a21oi_1: 9 / 2.8
sky130_fd_sc_hd__buf_2: 9 / 2.8
sky130_fd_sc_hd__nor2b_1: 6 / 2.3
sky130_fd_sc_hd__and2_1: 4 / 1.6
sky130_fd_sc_hd__inv_1: 4 / 0.93
sky130_fd_sc_hd__nor3_1: 4 / 1.2
sky130_fd_sc_hd__ha_1: 3 / 2.3
sky130_fd_sc_hd__nand3_1: 3 / 0.93
sky130_fd_sc_hd__o31ai_1: 3 / 1.4
